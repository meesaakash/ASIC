### run.sh
#!/bin/bash
# OpenROAD 26Q1-2900-gdf79404cd8, Yosys 0.63+post, stock flow scripts
make -C /OpenROAD-flow-scripts/flow DESIGN_CONFIG=/design/flow/config.mk WORK_HOME=/design/flow/orfs finish
### config.mk
export PLATFORM = sky130hd
export DESIGN_NAME = dist_sort
export DESIGN_NICKNAME = dist_sort
export VERILOG_FILES = /design/flow/design.v
export SDC_FILE = /design/flow/constraint.sdc
export NUM_CORES = 4
export LEC_CHECK = 1
export CORE_AREA = 10 10 230 230
export DIE_AREA = 0 0 240 240
### constraint.sdc
current_design dist_sort

set clk_period 1.1
set clk_io_pct 0.2

create_clock -name clk0 -period $clk_period [get_ports {clk}]

set non_clock_inputs [all_inputs -no_clocks]
set_input_delay [expr $clk_period * $clk_io_pct] -clock clk0 $non_clock_inputs
set_output_delay [expr $clk_period * $clk_io_pct] -clock clk0 [all_outputs]
### design.v
module dist_sort (
    input logic        clk, rst,
    input logic [63:0] query,
    input logic [63:0] search_0,
    input logic [63:0] search_1,
    input logic [63:0] search_2,
    input logic [63:0] search_3,
    input logic [63:0] search_4,
    input logic [63:0] search_5,
    input logic [63:0] search_6,
    input logic [63:0] search_7,
    input logic        in_valid,
    output logic [2:0] addr_1st,
    output logic [2:0] addr_2nd,
    output logic       out_valid
);
    localparam N_PIPELINE_STAGES = 4;
    logic [63:0] search_vectors_ff [7:0];
    logic [63:0] query_ff;
    logic [12:0] distances [7:0];
    logic [2:0]  indices [7:0];
    logic [12:0] min_distances_stage1 [3:0];
    logic [2:0]  min_indices_stage1 [3:0];
    logic [12:0] sec_distances_stage1 [3:0];
    logic [2:0]  sec_indices_stage1 [3:0];
    logic [12:0] min_distances_stage2 [1:0];
    logic [2:0]  min_indices_stage2 [1:0];
    logic [12:0] sec_distances_stage2 [1:0];
    logic [2:0]  sec_indices_stage2 [1:0];
    logic [12:0] overall_min_distance;
    logic [2:0]  overall_min_index;
    logic [12:0] overall_second_distance;
    logic [2:0]  overall_second_index;
    logic [N_PIPELINE_STAGES-1:0] pipeline_valid;
    logic in_valid_d1, in_valid_d2;
    always_ff @(posedge clk or posedge rst) begin
        if (rst) begin
            for (int i = 0; i < 8; i++) begin
                search_vectors_ff[i] <= '0;
            end
            query_ff     <= '0;
            in_valid_d1  <= 1'b0;
            in_valid_d2  <= 1'b0;
        end else begin
            search_vectors_ff[0] <= search_0;
            search_vectors_ff[1] <= search_1;
            search_vectors_ff[2] <= search_2;
            search_vectors_ff[3] <= search_3;
            search_vectors_ff[4] <= search_4;
            search_vectors_ff[5] <= search_5;
            search_vectors_ff[6] <= search_6;
            search_vectors_ff[7] <= search_7;
            query_ff             <= query;
            in_valid_d1          <= in_valid;
            in_valid_d2          <= in_valid_d1;
        end
    end
    generate
        genvar idx;
        for (idx = 0; idx < 8; idx = idx + 1) begin : assign_indices
            assign indices[idx] = idx[2:0];
        end
    endgenerate
    generate
        for (idx = 0; idx < 8; idx = idx + 1) begin : calc_dists
            calc_dist u_calc_dist (
                .clk(clk),
                .q(query_ff),
                .s(search_vectors_ff[idx]),
                .distance(distances[idx])
            );
        end
    endgenerate
    always_ff @(posedge clk or posedge rst) begin
        if (rst) begin
            pipeline_valid <= '0;
        end else begin
            pipeline_valid[0] <= in_valid_d2;
            for (int i = 1; i < N_PIPELINE_STAGES; i = i + 1) begin
                pipeline_valid[i] <= pipeline_valid[i-1];
            end
        end
    end
    generate
        for (genvar i = 0; i < 4; i = i + 1) begin : stage1_blocks
            always_ff @(posedge clk or posedge rst) begin
                if (rst) begin
                    min_distances_stage1[i] <= '0;
                    min_indices_stage1[i]   <= '0;
                    sec_distances_stage1[i] <= '0;
                    sec_indices_stage1[i]   <= '0;
                end else if (pipeline_valid[0]) begin
                    if (distances[2*i] < distances[2*i+1] ||
                        (distances[2*i] == distances[2*i+1] && indices[2*i] <= indices[2*i+1])) begin
                        min_distances_stage1[i] <= distances[2*i];
                        min_indices_stage1[i]   <= indices[2*i];
                        sec_distances_stage1[i] <= distances[2*i+1];
                        sec_indices_stage1[i]   <= indices[2*i+1];
                    end else begin
                        min_distances_stage1[i] <= distances[2*i+1];
                        min_indices_stage1[i]   <= indices[2*i+1];
                        sec_distances_stage1[i] <= distances[2*i];
                        sec_indices_stage1[i]   <= indices[2*i];
                    end
                end
            end
        end
    endgenerate
    generate
        for (genvar i = 0; i < 2; i = i + 1) begin : stage2_blocks
            always_ff @(posedge clk or posedge rst) begin
                logic [12:0] dist0, dist1, dist2, dist3;
                logic [2:0]  idx0, idx1, idx2, idx3;
                logic [12:0] min_dist, sec_dist;
                logic [2:0]  min_idx, sec_idx;
                if (rst) begin
                    min_distances_stage2[i] <= '0;
                    min_indices_stage2[i]   <= '0;
                    sec_distances_stage2[i] <= '0;
                    sec_indices_stage2[i]   <= '0;
                end else if (pipeline_valid[1]) begin
                    dist0 = min_distances_stage1[2*i];
                    idx0  = min_indices_stage1[2*i];
                    dist1 = sec_distances_stage1[2*i];
                    idx1  = sec_indices_stage1[2*i];
                    dist2 = min_distances_stage1[2*i+1];
                    idx2  = min_indices_stage1[2*i+1];
                    dist3 = sec_distances_stage1[2*i+1];
                    idx3  = sec_indices_stage1[2*i+1];
                    if (dist0 < dist2 || (dist0 == dist2 && idx0 <= idx2)) begin
                        min_dist = dist0;
                        min_idx  = idx0;
                        sec_dist = dist2;
                        sec_idx  = idx2;
                    end else begin
                        min_dist = dist2;
                        min_idx  = idx2;
                        sec_dist = dist0;
                        sec_idx  = idx0;
                    end
                    if (dist1 < min_dist || (dist1 == min_dist && idx1 < min_idx)) begin
                        sec_dist = min_dist;
                        sec_idx  = min_idx;
                        min_dist = dist1;
                        min_idx  = idx1;
                    end else if ((dist1 < sec_dist || (dist1 == sec_dist && idx1 < sec_idx)) && idx1 != min_idx) begin
                        sec_dist = dist1;
                        sec_idx  = idx1;
                    end
                    if (dist3 < min_dist || (dist3 == min_dist && idx3 < min_idx)) begin
                        sec_dist = min_dist;
                        sec_idx  = min_idx;
                        min_dist = dist3;
                        min_idx  = idx3;
                    end else if ((dist3 < sec_dist || (dist3 == sec_dist && idx3 < sec_idx)) && idx3 != min_idx) begin
                        sec_dist = dist3;
                        sec_idx  = idx3;
                    end
                    if (min_idx == sec_idx) begin
                        sec_dist = 13'h1FFF;
                        sec_idx  = 3'b111;
                        if ((dist0 < sec_dist || (dist0 == sec_dist && idx0 < sec_idx)) && idx0 != min_idx) begin
                            sec_dist = dist0;
                            sec_idx  = idx0;
                        end
                        if ((dist1 < sec_dist || (dist1 == sec_dist && idx1 < sec_idx)) && idx1 != min_idx) begin
                            sec_dist = dist1;
                            sec_idx  = idx1;
                        end
                        if ((dist2 < sec_dist || (dist2 == sec_dist && idx2 < sec_idx)) && idx2 != min_idx) begin
                            sec_dist = dist2;
                            sec_idx  = idx2;
                        end
                        if ((dist3 < sec_dist || (dist3 == sec_dist && idx3 < sec_idx)) && idx3 != min_idx) begin
                            sec_dist = dist3;
                            sec_idx  = idx3;
                        end
                    end
                    min_distances_stage2[i] <= min_dist;
                    min_indices_stage2[i]   <= min_idx;
                    sec_distances_stage2[i] <= sec_dist;
                    sec_indices_stage2[i]   <= sec_idx;
                end
            end
        end
    endgenerate
    always_ff @(posedge clk or posedge rst) begin
        logic [12:0] dist0, dist1, dist2, dist3;
        logic [2:0]  idx0, idx1, idx2, idx3;
        logic [12:0] min_dist, sec_dist;
        logic [2:0]  min_idx, sec_idx;
        if (rst) begin
            overall_min_distance    <= '0;
            overall_min_index       <= '0;
            overall_second_distance <= '0;
            overall_second_index    <= '0;
        end else if (pipeline_valid[2]) begin
            dist0 = min_distances_stage2[0];
            idx0  = min_indices_stage2[0];
            dist1 = sec_distances_stage2[0];
            idx1  = sec_indices_stage2[0];
            dist2 = min_distances_stage2[1];
            idx2  = min_indices_stage2[1];
            dist3 = sec_distances_stage2[1];
            idx3  = sec_indices_stage2[1];
            if (dist0 < dist2 || (dist0 == dist2 && idx0 <= idx2)) begin
                min_dist = dist0;
                min_idx  = idx0;
                sec_dist = dist2;
                sec_idx  = idx2;
            end else begin
                min_dist = dist2;
                min_idx  = idx2;
                sec_dist = dist0;
                sec_idx  = idx0;
            end
            if (dist1 < min_dist || (dist1 == min_dist && idx1 < min_idx)) begin
                sec_dist = min_dist;
                sec_idx  = min_idx;
                min_dist = dist1;
                min_idx  = idx1;
            end else if ((dist1 < sec_dist || (dist1 == sec_dist && idx1 < sec_idx)) && idx1 != min_idx) begin
                sec_dist = dist1;
                sec_idx  = idx1;
            end
            if (dist3 < min_dist || (dist3 == min_dist && idx3 < min_idx)) begin
                sec_dist = min_dist;
                sec_idx  = min_idx;
                min_dist = dist3;
                min_idx  = idx3;
            end else if ((dist3 < sec_dist || (dist3 == sec_dist && idx3 < sec_idx)) && idx3 != min_idx) begin
                sec_dist = dist3;
                sec_idx  = idx3;
            end
            if (min_idx == sec_idx) begin
                sec_dist = 13'h1FFF;
                sec_idx  = 3'b111;
                if ((dist0 < sec_dist || (dist0 == sec_dist && idx0 < sec_idx)) && idx0 != min_idx) begin
                    sec_dist = dist0;
                    sec_idx  = idx0;
                end
                if ((dist1 < sec_dist || (dist1 == sec_dist && idx1 < sec_idx)) && idx1 != min_idx) begin
                    sec_dist = dist1;
                    sec_idx  = idx1;
                end
                if ((dist2 < sec_dist || (dist2 == sec_dist && idx2 < sec_idx)) && idx2 != min_idx) begin
                    sec_dist = dist2;
                    sec_idx  = idx2;
                end
                if ((dist3 < sec_dist || (dist3 == sec_dist && idx3 < sec_idx)) && idx3 != min_idx) begin
                    sec_dist = dist3;
                    sec_idx  = idx3;
                end
            end
            overall_min_distance    <= min_dist;
            overall_min_index       <= min_idx;
            overall_second_distance <= sec_dist;
            overall_second_index    <= sec_idx;
        end
    end
    always_ff @(posedge clk or posedge rst) begin
        if (rst) begin
            addr_1st  <= 3'd0;
            addr_2nd  <= 3'd0;
            out_valid <= 1'b0;
        end else if (pipeline_valid[N_PIPELINE_STAGES-1]) begin
            addr_1st  <= overall_min_index;
            addr_2nd  <= overall_second_index;
            out_valid <= 1'b1;
        end else begin
            addr_1st  <= 3'd0;
            addr_2nd  <= 3'd0;
            out_valid <= 1'b0;
        end
    end
endmodule
module calc_dist (
    input              clk, rst,
    input      [63:0]  q,  
    input      [63:0]  s,  
    output reg [12:0]  distance  
);
    wire [3:0] qi [15:0];
    wire [3:0] si [15:0];
    wire [4:0] qi_ext [15:0];
    wire [4:0] si_ext [15:0];
    wire signed [5:0] diff [15:0];
    wire [9:0] dist_squared [15:0];
    reg [12:0] temp_distance;
    generate
        genvar idx;
        for (idx = 0; idx < 16; idx = idx + 1) begin : compute_elements
            assign qi[idx] = q[63 - idx*4 -: 4];
            assign si[idx] = s[63 - idx*4 -: 4];
            assign qi_ext[idx] = {1'b0, qi[idx]};
            assign si_ext[idx] = {1'b0, si[idx]};
            assign diff[idx] = $signed(qi_ext[idx]) - $signed(si_ext[idx]);
            assign dist_squared[idx] = diff[idx] * diff[idx];
        end
    endgenerate
    always_ff @(posedge clk or posedge rst) begin
        if (rst) begin
            distance <= '0;
        end else begin
            temp_distance = 0;
            for (int i = 0; i < 16; i = i + 1) begin
                temp_distance = temp_distance + dist_squared[i];
            end
            distance <= temp_distance;
        end
    end
endmodule
==> flow_summary.ini <==
; implementation run metrics
[final_timing]
holdWs_ns = 0.274
clock_skew_ns = 0.00124
setup-tns-final_ns = -10.58
rsz0062_at_grt = yes
slew_headroom_pct = 62.8
hold_viol = 0
fin_crit_ns = 4.34
finalSetupViolations = 6
worst-slew-pin-transition_ns = 0.553
max_freq_ghz = 0.230
fin_crit_sh_pct = 395
fin_ws_ns = -3.24
slew_viol_final = 0

[synth]
yosys-stat-area_um2 = 1410
topCellsByArea = dfrtp_1 (41%), ha_1 (15%), and2_1 (4.0%)
yosysUniqueCellTypes = 40
yosys-stat-cells = 144
syn_area_per_cell_um2 = 9.82
netlist_instances = 144
synth_top_area_share_pct = 40.7
top_area_cell = dfrtp_1
yosys_warnings = 31
ys_seq_share_pct = 40.7
synth-edff-count = 0
syn_area_um2 = 1410
synth-main-ff-cell = dfrtp_1
synthArstFlopShare_pct = 100
ys_ff = 23

[clock_tree]
htreeDepth = 1
cts-root-buf = clkbuf_16
clkSinkCount = 23
cts_buffer_depth = 2
cts_buffers = 3
clk_pin_slew_ns = 0.06
hold_buffers = 0
cts_tree = yes
clock.latency.late_pin_ns = 0.26

[global_routing]
grtUsageTotal_pct = 1.34
top_usage_layer = met2
grt_first_pass_wirelength_um = 6310
antenna_found_initial = 0
grt_use_met1_pct = 1.86
grt_max_degree = 24
overflow = 0
use_met2_pct = 2.06
grt_pass1_vias = 1212
use_met3_pct = 0.397

[drt]
wl_um = 3830
drc = 0
drtIter0Drc = 78
drtPass1Iterations = 4
avgViaCountPerCell = 1.54
ant_nets = 0
wire_per_inst_um = 4.73
vias = 1244
antenna_cells = 0

[critical_path]
rr_endpoint = overall_second_index[2]$_DFFE_PP0P_
crit_arrival_ns = 4.49
critical_path.endpoint = overall_second_index[2]$_DFFE_PP0P_
crit_path_top_delay_cell = dfrtp_2
critPathRequiredTime_ns = 1.25
cpPeakStageDelay_ns = 0.48
cp-start-kind = flip-flop
r2r_slack_ns = -3.24
cp_cell_sequence = ha_4 > o21ai_2 > and2_4 > o22a_1 > ha_1 > or2_4 > a31oi_4 > a31oi_4 > ha_2 > or4_1 > o221a_2 > o21a_1 > ha_4 > nor4b_4 > nand3_1 > nand2_2 > a21boi_2 > and2_1 > a311o_1
r2r_cells = 19
critPathMaxFanout = 5
crit_path_start = sec_distances_stage2[0][11]$_DFFE_PP0P_
cpLargestDelayFamily = simple AND/OR/NAND/NOR gates
critPathBufInv = 0
endpoint_kind = flip-flop
crit_type = flip-flop to flip-flop
reg2reg_from = sec_distances_stage2[0][11]$_DFFE_PP0P_
crit_cells = 19

[floorplanning]
initCoreUtil_pct = 2.96
io_pins = 586
rows = 80
fp.dieH_um = 240
core_area_um2 = 47800
chipArea_um2 = 57600
fp.dieW_um = 240

[finish]
final_cells = 810
final_cell_mix = buf_4 (36), dfrtp_1 (22), ha_1 (12)
drive_above_1_share_pct = 38.5
layout_top_cell_excl_fill_tap = buf_4
synthToLayoutAreaGrowth_pct = 100

[job]
warning_count = 611
cap_viol_max_count = 0

[min_path]
hold_class = input pin to async pin

[power_and_ir_drop]
p_leak_nw = 0.970
powerDensity_nw_per_um2 = 1020
vdd_drop_max_uv = 593

[placement]
portBuffers = 9
dp_cells = 802
gp_congestion = 0.799
dp_hpwl_um = 3000

[status]
outcome = finished, violations left
violations = setup timing
-- sequential cells by signal, indices dropped and copies added, names as in the netlist --
register and cells:
overall_min_index 3, in_valid_d1 1, pipeline_valid 4, out_valid 1
in_valid_d2 1, addr_1st 3, sec_indices_stage1 1, sec_distances_stage2 1
min_indices_stage2 1, addr_2nd 3, sec_indices_stage2 1, overall_second_index 3
-- cell families after synthesis --
logic type,Yosys count,share of synthesized area (%)
multiplexers,4,2.92
other,1,0.265
AND-OR/OR-AND,34,17.3
buffers and inverters,13,4.07
flip-flops,23,40.7
AND/OR/NAND/NOR,52,19.6
adder cells (fa/ha/maj),17,15.0
-- final cells by class --
type | count | area, um^2
fillers | 5596 | 45000
multi-input cells | 112 | 977
well taps | 615 | 769
flip-flops and latches | 23 | 577
repair buffers | 48 | 397
clock buffers | 3 | 75.1
inverters | 8 | 30.0
clock inverters | 1 | 5.00
-- worst min-delay path: cells and delay by family --
family / cells / cell delay (ns)
buffers and inverters: 3 / 0.66
-- Yosys cell counts, drive strengths merged, types with 3 or more instances --
cell,instances
mux2i,3
inv,8
a21oi,3
dfrtp,23
or2,4
clkbuf,3
and2,9
nand2,11
nor2,13
ha,17
o21ai,9
nand3,4
a31oi,3
-- worst min-delay path by stage --
stage                 start                    end  slack, ns  cells after the start
after CTS               rst  in_valid_d1$_DFF_PP0_       0.29                      3
after global routing    rst  in_valid_d1$_DFF_PP0_       0.30                      3
final                   rst  in_valid_d1$_DFF_PP0_       0.27                      3
-- through the flow --
stage	util, %	instance area [um^2]	power, mW	setup slack [ns]
6_report	5.92	2830	2.88	-3.24
5_1_grt	5.92	2830	3.08	-3.40
4_1_cts	5.79	2770	2.84	-3.28
3_5_place_dp	5.50	2630	1.93	-3.43
3_3_place_gp	5.50	2630	1.91	-3.36
2_1_floorplan	-	1550	1.52	-3.08
-- what timing repair did --
item                                   CTS  global route
setup endpoints to repair               13             9
buffers inserted                         4             4
endpoints found under the hold margin    0             0
pin swaps                               17            10
gates resized                           27            16
-- where the power goes --
| group | internal (mW) | switching, mW | total (mW) |
|---|---|---|---|
| sequential | 0.934 | 0.0543 | 0.988 |
| combinational | 0.585 | 0.485 | 1.07 |
| clock | 0.491 | 0.330 | 0.821 |
| total | 2.01 | 0.870 | 2.88 |
-- per-layer routing --
layer / vias to the layer above / share of wire, %
met5: - / 0
met4: 0 / 1.6
met3: 5 / 3.8
met2: 13 / 46
met1: 612 / 49
li1: 614 / -
Power is estimated from default activity; no workload was simulated.
