File: /design/flow/run.sh
#!/bin/bash
# OpenROAD 26Q1-2900-gdf79404cd8, Yosys 0.63+post, stock flow scripts
make -C /OpenROAD-flow-scripts/flow DESIGN_CONFIG=/design/flow/config.mk WORK_HOME=/design/flow/orfs finish
File: /design/flow/constraint.sdc
current_design mult

set clk_period 9.5
set clk_io_pct 0.2

create_clock -name clk0 -period $clk_period [get_ports {clk}]

set non_clock_inputs [all_inputs -no_clocks]
set_input_delay [expr $clk_period * $clk_io_pct] -clock clk0 $non_clock_inputs
set_output_delay [expr $clk_period * $clk_io_pct] -clock clk0 [all_outputs]
File: /design/flow/design.v
module mult (
    input logic [15:0] inp_a,
    input logic [15:0] inp_b,
    output logic [31:0] prod,
    input logic clk,
    input logic rst
);  
    logic [15:0] a_reg, b_reg;
    logic [31:0] prod_reg;
    always_ff @(posedge clk or posedge rst) begin
        if (rst) begin
            a_reg <= 16'b0;
            b_reg <= 16'b0;
            prod_reg <= 32'b0;
        end else begin
            a_reg <= inp_a;
            b_reg <= inp_b;
            prod_reg <= a_reg * b_reg;
        end
    end
    assign prod = prod_reg;
endmodule
File: /design/flow/config.mk
export PLATFORM = sky130hd
export DESIGN_NAME = mult
export DESIGN_NICKNAME = mult
export VERILOG_FILES = /design/flow/design.v
export SDC_FILE = /design/flow/constraint.sdc
export NUM_CORES = 4
export LEC_CHECK = 1
export CORE_UTILIZATION = 30
==> impl_metrics.csv <==
group,metric,value,unit
status,status,"complete, no violations",
clock_tree,clock_sinks,64,
synth,synth_cells,1054,
synth,postSynthAreaPerCell,9.64,um^2
timing,worstMarginPinSlew,0.844,ns
timing,relSlewSlack,43.7,%
critical_path,rr_worst_depth,18,
route,drt-total-wl,24800,um
die,num_io_pins,66,
route,drt-vias-per-instance,4.54,
timing,period_used_share,63.9,%
synth,ys_cells,1054,
clock_tree,cts_buffer_depth,2,
timing,fin_crit,6.07,ns
clock_tree,clkTransAtPathRegs,0.06,ns
timing,finalHoldViolCount,0,
critical_path,cp_max_fo,16,
die,dieArea,34600,um^2
job,cap_viol_max_count,0,
die,coreArea,33400,um^2
clock_tree,cts_tree,"done",
clock_tree,root_buffer,"clkbuf_16",
timing,skew,0.0119,ns
layout,final_layout_size_suffix_gt1_share,2.82,%
timing,fin_setup_tns,0,ns
layout,final_cell_mix,"231 x inv_1, 194 x fa_1, 148 x nand2_1, 124 x and2_1, 104 x ha_1",
layout,largest_register_ffs,32,
route,wl_per_cell,16.0,um
die,initCoreUtil,30.4,%
synth,ys_area,10200,um^2
global_route,grt_pass1_wl,40600,um
critical_path,cp.required,9.72,ns
worst_hold_path,min-delay-path-class,"reg2reg",
synth,numSynthFlops,64,
synth,syn-cell-area,10200,um^2
global_route,grt_pass1_vias,7699,
die,num_rows,67,
timing,max_freq,165,MHz
critical_path,cp-start-kind,"flip-flop",
global_route,grt_max_degree,42,
synth,yosys_warnings,1,
clock_tree,cts_max_level,3,
layout,syn_to_final_growth,13.6,%
route,diodes,0,
synth,ff_type,"dfrtp_1",
clock_tree,postCtsSetupRepairBufs,0,
route,drtIter0Drc,293,
global_route,antenna_found_initial,0,
clock_tree,clkLatencyLatePin,0.34,ns
timing,layout_setup_ws,3.43,ns
worst_hold_path,min_path_cells,1,
synth,ys_types,44,
placed_design,dpl.hpwl,19200,um
synth,synth_seq_share,15.8,%
timing,maxSlewViolCount,0,
route,num_vias,7032,
critical_path,worstSetupEndpointType,"flip-flop",
timing,setup_viol,0,
global_route,overflow,0,
layout,layout_top_cell,"inv_1",
timing,rsz0062_at_grt,"false",
route,drc,0,
route,drt_pass1_iterations,20,
critical_path,critPathArrivalTime,6.29,ns
die,fp.dieH,186,um
global_route,grt.total_usage,16.3,%
route,postRouteAntennaNets,0,
synth,synth-edff-count,0,
synth,synthArstFlopShare,100,%
clock_tree,cts-buffers-inserted,9,
die,die_w,186,um
placed_design,gp_congestion,0.910,
critical_path,critical_path_class,"reg2reg",
timing,timing.hold.ws,0.880,ns
clock_tree,cts_hold_buf,0,
placed_design,port-buffer-count,65,
job,warnings,25,
placed_design,pre_cts_ws,3.49,ns
clock_tree,cts_resized,0,
cell families (layout without fill, tap and decap cells):
logic type | after synthesis | after routing | synth area share [%]
buffers and inverters | 271 | 318 | 10.0
AND/OR/NAND/NOR | 305 | 305 | 14.9
adder cells (fa/ha/maj) | 298 | 298 | 51.0
XOR/XNOR | 28 | 28 | 2.41
flip-flops | 64 | 64 | 15.8
AND-OR/OR-AND | 88 | 88 | 5.85
synthesized netlist by cell type, types with 2 or more instances:
cell type	n	area share, %
fa_1	194	38
clkbuf_1	38	1.4
a31oi_1	5	0.31
dfrtp_1	64	16
a21oi_2	2	0.17
nand2_1	148	5.5
o21ai_2	2	0.17
ha_1	104	13
o21bai_1	7	0.52
o211ai_1	2	0.15
inv_1	232	8.6
a21o_1	15	1.1
a21oi_1	28	1.4
a211oi_1	2	0.15
nand4_1	8	0.49
o21ai_1	3	0.15
nor2_1	8	0.30
and3_1	3	0.18
xnor2_1	16	1.4
and2_1	124	7.6
o21ai_0	10	0.49
nand3_1	6	0.30
xor2_1	12	1.0
worst paths after layout:
kind,slack [ns],start,endpoint
max reg2reg,3.43,a_reg[8]$_DFF_PP0_,prod_reg[31]$_DFF_PP0_
min in group asynchronous,1.91,rst,prod_reg[25]$_DFF_PP0_
max,3.43,a_reg[8]$_DFF_PP0_,prod_reg[31]$_DFF_PP0_
min,0.88,a_reg[0]$_DFF_PP0_,prod_reg[0]$_DFF_PP0_
max in group asynchronous,6.57,rst,b_reg[2]$_DFF_PP0_
min reg2reg,0.88,a_reg[0]$_DFF_PP0_,prod_reg[0]$_DFF_PP0_
critical path: stages (launching register included):
cell,delay (ns)
dfrtp_1,0.89
nand2_1,0.17
fa_1,0.52
fa_1,0.48
fa_1,0.52
fa_1,0.54
inv_1,0.05
fa_1,0.47
inv_1,0.05
fa_1,0.47
inv_1,0.04
ha_1,0.40
and3_1,0.21
and2b_1,0.19
a31o_1,0.20
a21oi_2,0.10
o41ai_2,0.37
a221oi_2,0.13
xnor2_1,0.15
stage by stage:
step	instance area, um^2	utilization, %	std cells
3_3_place_gp	11300	33.7	1533
3_5_place_dp	11300	33.7	1533
5_1_grt	11500	34.5	1549
4_1_cts	11500	34.5	1549
2_1_floorplan	10200	-	1054
6_report	11500	34.5	1549
metal layers:
layer  routed length [um]  GRT usage [%]  up-vias
met3                 2380           7.02       22
met2                11800           25.7      249
met5                   49           1.19        -
li1                     -              -     3240
met4                  368           1.87        2
met1                10200           21.8     3519
final cells by class:
cell class                 instances  area (um^2)
fill                            3377        21900
multi-input combinational        719         7540
sequential                        64         1600
inverter                         232          871
timing repair buffer              70          688
tap                              448          561
clock buffer                       9          225
clock inverter                     7         55.1
